$ cat /design/flow/config.mk
export PLATFORM = sky130hd
export DESIGN_NAME = synchronous_fifo
export DESIGN_NICKNAME = synchronous_fifo
export VERILOG_FILES = /design/flow/design.v
export SDC_FILE = /design/flow/constraint.sdc
export NUM_CORES = 4
export LEC_CHECK = 1
export CORE_UTILIZATION = 50
$ cat /design/flow/constraint.sdc
current_design synchronous_fifo

set clk_period 3.5
set clk_io_pct 0.2

create_clock -name clk0 -period $clk_period [get_ports {clk}]

set non_clock_inputs [all_inputs -no_clocks]
set_input_delay [expr $clk_period * $clk_io_pct] -clock clk0 $non_clock_inputs
set_output_delay [expr $clk_period * $clk_io_pct] -clock clk0 [all_outputs]
$ cat /design/flow/design.v
module ram (
    clk,
    we,
    w_addr,
    w_data,
    r_addr,
    r_data
);
    parameter DATA_W     = 8;
    parameter ADDR_W     = 4;
    parameter FIFO_DEPTH = 16;
    input  wire                 clk;
    input  wire                 we;
    input  wire [ADDR_W-1:0]   w_addr;
    input  wire [DATA_W-1:0]   w_data;
    input  wire [ADDR_W-1:0]   r_addr;
    output reg  [DATA_W-1:0]   r_data;
    reg [DATA_W-1:0] mem_array [0:FIFO_DEPTH-1];
    always @(posedge clk) begin
        if (we)
            mem_array[w_addr] <= w_data;
    end
    always @(posedge clk) begin
        r_data <= mem_array[r_addr];
    end
endmodule
module synchronous_fifo (
    clk,
    rst_n,
    wr_en,
    wr_data,
    rd_en,
    rd_data,
    full,
    empty,
    almost_full,
    almost_empty,
    overflow,
    underflow,
    word_count
);
    parameter DATA_W              = 8;
    parameter ADDR_W              = 4;
    parameter FIFO_DEPTH          = 16;    
    parameter ALMOST_FULL_OFFSET  = 3;
    parameter ALMOST_EMPTY_OFFSET = 3;
    input  wire                 clk;
    input  wire                 rst_n;
    input  wire                 wr_en;
    input  wire [DATA_W-1:0]   wr_data;
    input  wire                 rd_en;
    output wire [DATA_W-1:0]   rd_data;
    output wire                 full;
    output wire                 empty;
    output wire                 almost_full;
    output wire                 almost_empty;
    output reg                  overflow;
    output reg                  underflow;
    output reg  [ADDR_W:0]     word_count;
    reg  [ADDR_W-1:0]  wr_ptr;
    reg  [ADDR_W-1:0]  rd_ptr;
    wire               wr_valid;
    wire               rd_valid;
    assign empty        = (word_count == 0);
    assign full         = (word_count == FIFO_DEPTH);
    assign almost_empty = (word_count <= ALMOST_EMPTY_OFFSET) && (word_count > 0);
    assign almost_full  = (word_count >= (FIFO_DEPTH - ALMOST_FULL_OFFSET)) 
                          && (word_count < FIFO_DEPTH);
    assign wr_valid = wr_en & (~full);
    assign rd_valid = rd_en & (~empty);
    ram u_ram (
        .clk    (clk),
        .we     (wr_valid),
        .w_addr (wr_ptr),
        .w_data (wr_data),
        .r_addr (rd_ptr),
        .r_data (rd_data)
    );
    defparam u_ram.DATA_W     = DATA_W;
    defparam u_ram.ADDR_W     = ADDR_W;
    defparam u_ram.FIFO_DEPTH = FIFO_DEPTH;
    always @(posedge clk or negedge rst_n) begin
        if (!rst_n)
            wr_ptr <= 0;
        else if (wr_valid)
            wr_ptr <= wr_ptr + 1'b1;
    end
    always @(posedge clk or negedge rst_n) begin
        if (!rst_n)
            rd_ptr <= 0;
        else if (rd_valid)
            rd_ptr <= rd_ptr + 1'b1;
    end
    always @(posedge clk or negedge rst_n) begin
        if (!rst_n)
            word_count <= 0;
        else begin
            if (wr_valid && !rd_valid)
                word_count <= word_count + 1'b1;
            else if (rd_valid && !wr_valid)
                word_count <= word_count - 1'b1;
        end
    end
    always @(posedge clk or negedge rst_n) begin
        if (!rst_n)
            overflow <= 1'b0;
        else if (wr_en && full)
            overflow <= 1'b1;
        else
            overflow <= 1'b0;
    end
    always @(posedge clk or negedge rst_n) begin
        if (!rst_n)
            underflow <= 1'b0;
        else if (rd_en && empty)
            underflow <= 1'b1;
        else
            underflow <= 1'b0;
    end
endmodule
$ cat /design/flow/run.sh
#!/bin/bash
# OpenROAD 26Q1-2900-gdf79404cd8, Yosys 0.63+post, stock flow scripts
make -C /OpenROAD-flow-scripts/flow DESIGN_CONFIG=/design/flow/config.mk WORK_HOME=/design/flow/orfs finish
==> GITHUB_STEP_SUMMARY <==
## Synthesis and layout report

| Metric | Value |
|---|---|
| Run status | finished, final reports clean |
| Endpoint kind of the worst setup timing path | flip-flop |
| H-tree Lvls | 4 |
| TNS Setup | 0 ps |
| Warning count from the yosys run | 2 |
| Delay-heaviest family, CP | simple AND/OR/NAND/NOR gates |
| Placed Area | 6590 um^2 |
| Reg-to-reg setup timing slack | 740 ps |
| Area growth, synth to finish | 17.9% |
| Total congestion overflow after global routing | 0 |
| Pin slew with the least headroom to its limit | 847 ps |
| Hold Path Depth | 1 |
| Post-CTS sizing | 0 |
| Share of flip-flops with an asynchronous set or reset after synthesis | 9.93% |
| WP data required | 3830 ps |
| Setup Skew | 8.21 ps |
| WHS Endpoint | rd_ptr[1]$_DFFE_PN0P_ |
| HPWL after detailed placement | 7.16 mm |
| Number of instances in the synthesized netlist | 335 |
| Crit path time final | 2760 ps |
| Routed met2 length | 4.90 mm |
| Vertical die size | 112 um |
| Pin count of the biggest net entering global routing | 31 |
| Cell type with the largest total area | edfxtp_1 |
| Launch instance of the worst min-delay path | rd_ptr[1]$_DFFE_PN0P_ |
| Fmax | 363 MHz |
| Reg-to-reg critical path endpoint | word_count[4]$_DFFE_PN0P_ |
| Maximum fanout encountered on the critical timing path | 6 |
| Fin. Hold Viols | 0 |
| CP max stage delay | 480 ps |
| Overall power after layout | 5.90 mW |
| Multi-input gate area | 1550 um^2 |
| Worst voltage drop across the vdd grid | 0.482 mV |
| Min-Delay Path Class | reg -> reg |
| Ordered list of cells on the worst path | nor4_4 -> and2b_1 -> nand2b_4 -> ha_1 -> inv_1 -> fa_1 -> a21o_1 -> a21oi_1 -> mux2i_1 -> xnor2_1 |
| CTS tree | yes |
| Worst slack at placement | 626 ps |
| Filler cell count in the final layout | 836 |
| DRT iter0 DRCs | 116 |
| Ant. Diodes | 0 |
| Unrepaired setup endpoints after global routing | false |
| Fraction of final layout cells sized beyond drive strength 1 | 20.0% |
| Count of input and output buffers | 30 |
| Via count | 3020 |
| Root buffer cell | clkbuf_16 |
| Unique masters post-synth | 38 |
| Hold-fix buffer count after cts | 0 |
| Worst hold-check slack | 523 ps |
| Post-Layout Inst Area | 7150 um^2 |
| RR Startpoint | word_count[0]$_DFFE_PN0P_ |
| Detailed-routing wirelength on met1 | 5.15 mm |
| Drt wl/cell | 20.0 um |
| Critical-path top delay cell | dfrtp_1 |
| Fraction of the core area occupied by cells at floorplan | 52.2% |
| Clock buffer depth | 2 |
| Clock sink count | 151 |
| # setup viols final | 0 |
| Number of cell instances after yosys synthesis | 335 |
| Die outline width | 112 um |
| Combined global-route utilization of all metal layers | 20.6% |
| Most instantiated library cell after synthesis | edfxtp_1 |
| Class of the most critical setup path | reg -> reg |
| Reg area | 4380 um^2 |
| Warning total across the stage logs | 28 |
| Final cycle utilization of the critical path | 78.8% |
| R2R depth | 10 |
| Max layer used | met4 |
| CTS clock-pin slew for the worst setup and hold paths | 60 ps |
| CTS buffer count | 17 |
| Commonest register cell after synthesis | edfxtp_1 |
| Post-layout worst setup margin | 742 ps |
| Power Dens Cells | 824 nW/um^2 |
| Area share of the largest cell type after synthesis | 63.4% |
| DR DRC count | 0 |
| Std-Cell Rows | 39 |
| Via count of the first global-routing pass | 3090 |
| Netlist Area Pre-Place | 6070 um^2 |
| Post-synth tally of flip-flops with integrated enable | 128 |
| IO Pins | 31 |
| Placer's final routability congestion estimate | 0.784 |
| Mean Syn Cell Area | 18.1 um^2 |
| WP data arrival | 3090 ps |
| Antenna violations before repair | 0 |
| Yosys Chip Area | 6070 um^2 |
| Count of pins over their slew limit | 0 |
| Most used standard cells in the synthesized netlist | edfxtp_1, mux2i_1, nand2_1 |
| Detailed Route WL | 10.9 mm |
| Max_cap viols | 0 |
| Insertion delay at the late pin of the worst-skew pair | 410 ps |
| Total die area | 12600 um^2 |
| Post-synth seq share | 72.2% |
| Remaining max-slew budget at the tightest pin | 43.4% |
| TritonRoute pass-1 iters | 16 |
| Number of buffer and inverter stages on the critical path | 1 |
| Leakage power figure | 2.55 nW |
| Avg Vias per Cell | 5.56 |
| Placeable Area | 11600 um^2 |
| Post-Place Cells | 511 |
| Number of setup buffers added after CTS | 0 |
| Startpoint type of the worst setup path | flip-flop |
| Tally of nets with antenna violations remaining after routing | 0 |
| Wire length of the first global-routing pass | 17.5 mm |
| Final design utilization | 61.6% |
| Synth top area cells | edfxtp_1, dfrtp_1, mux4_2, mux2i_1, dfxtp_1 |
| Amount of wire on met3 after detailed routing | 714 um |
| Crit. path cell count | 10 |
| Non-filler instance count after layout | 543 |
| Synthesized flop and latch total | 151 |
routing by layer:
metal,global-route usage (%),up-vias
met5,0,-
met4,2.22,0
met3,7.76,9
met2,28.2,79
met1,37.9,1509
li1,-,1423
worst reg2reg max path: cells and delay by family, from the launching register on:
kind                     cells  cell delay (ps)
XOR/XNOR                     1              130
adder cells (fa/ha/maj)      2              600
AND-OR/OR-AND                2              350
AND/OR/NAND/NOR              3              790
flip-flops                   1              480
multiplexers                 1              230
buffers and inverters        1              110
state kept, by name, indices dropped and copies added (netlist names):
signal	count
word_count	5
u_ram.r_data	8
wr_ptr	4
rd_ptr	4
overflow	1
underflow	1
u_ram.mem_array	128
worst max-delay path by stage:
stage	from	end	slack, ps
5_1_grt	word_count[0]$_DFFE_PN0P_	word_count[4]$_DFFE_PN0P_	500
6_report	word_count[0]$_DFFE_PN0P_	word_count[4]$_DFFE_PN0P_	740
4_1_cts	word_count[0]$_DFFE_PN0P_	word_count[4]$_DFFE_PN0P_	720
cells in the final DEF, fill, tap and decap left out, drive strengths merged, types with 3 or more instances in the layout:
cell and instances:
a22oi 8, xnor2 9, inv 6, clkbuf 24
nor3 5, o21ai 11, and2 3, clkinv 5
nand2b 3, clkdlybuf4s50 30, a221oi 16, dfxtp 8
buf 21, nor2 15, dfrtp 15, mux4 16
nand2 17, mux2i 33, ha 9, edfxtp 128
cell families (layout without fill, tap and decap cells):
group	count (synthesis)	in the layout	share of synthesized area (%)
and+or+nand+nor	51	51	4.29
DFF	151	151	72.2
buffers and inverters	22	87	2.29
xor gates and xnor gates	10	10	1.44
adders and majority gates	10	10	2.19
muxes	51	51	11.8
AOI/OAI and AO/OA	40	40	5.84
final cells by class:
class | instances | area share, %
inverters | 4 | 0.210
repair buffers | 51 | 6.58
clock buffers | 24 | 6.89
multi-input cells | 162 | 21.6
flip-flops and latches | 151 | 61.2
well taps | 143 | 2.50
clock inverters | 8 | 0.945
power by group:
group          internal (mW)  leakage (nW)  switching (mW)
sequential              2.24          1.40           0.262
combinational          0.865         0.865           0.829
clock                   1.05         0.284           0.646
total                   4.16          2.55            1.74
Power is estimated from default activity; no workload was simulated.
